`./design.v`:
```
module data_rate( clock, reset, trigger, output_data_rate );
input clock, reset;
input trigger;
output reg output_data_rate;
reg[399:0] state;
reg[15:0] counter;
reg[7:0] data1;
reg[7:0] data2;
reg[7:0] data3;
reg[7:0] data4;
reg[7:0] data5;
reg[7:0] data6;
reg[7:0] data7;
reg[7:0] data8;
reg[7:0] data9;
reg[7:0] data10;
always @(posedge clock or negedge reset)
begin
    if (!reset)
    begin
        output_data_rate <= 0;
        data1 <= #1 8'b10000000;
        data2 <= #1 8'b00000000;
        data3 <= #1 8'b00010001;
        data4 <= #1 8'b10011101;
        data5 <= #1 8'b01111000;
        data6 <= #1 8'b10010000;
        data7 <= #1 8'b10111101;
        data8 <= #1 8'b11011011;
        data9 <= #1 8'b11010011;
        data10 <= #1 8'b10001101;
        state[399:0] <= {data2,data2,data2,data2,data2, data1,data2,data2,data2,data2, data2,data2,data2,data2,data2, data2,data2,data2,data2,data2, data2,data2,data2,data2,data2, data2,data2,data2,data2,data2, data2,data2,data2,data2,data2, data2,data2,data2,data2,data2, data2,data2,data2,data2,data2, data2,data2,data2,data2,data2}; 
        counter <= 0;
    end
    else if (trigger)
    begin
        if (counter==16'd0)
        begin
            counter <= counter+1;
            state <= {state[398:0],state[399]};
            output_data_rate <= state[399];
        end
        else
        begin
            counter <= counter + 1;
            if (counter==16'd49)
                counter <= 0;
        end
    end
    else
    begin
        output_data_rate <= 0;
        state[399:0] <= {data1,data2,data2,data2,data2, data2,data2,data2,data2,data2, data2,data2,data2,data2,data2, data2,data2,data2,data2,data2, data2,data2,data2,data2,data2, data2,data2,data2,data2,data2, data2,data2,data2,data2,data2, data2,data2,data2,data2,data2, data2,data2,data2,data2,data2, data2,data2,data2,data2,data2}; 
        counter <= 0;
    end
end
endmodule
```
`./run.sh`:
```
#!/bin/bash
# OpenROAD 26Q1-2900-gdf79404cd8, Yosys 0.63+post, stock flow scripts
make -C /OpenROAD-flow-scripts/flow DESIGN_CONFIG=/design/flow/config.mk WORK_HOME=/design/flow/orfs finish
```
`./config.mk`:
```
export PLATFORM = sky130hd
export DESIGN_NAME = data_rate
export DESIGN_NICKNAME = data_rate
export VERILOG_FILES = /design/flow/design.v
export SDC_FILE = /design/flow/constraint.sdc
export NUM_CORES = 4
export LEC_CHECK = 1
export CORE_UTILIZATION = 30
```
`./constraint.sdc`:
```
current_design data_rate

set clk_period 45.6
set clk_io_pct 0.2

create_clock -name clk0 -period $clk_period [get_ports {clock}]

set non_clock_inputs [all_inputs -no_clocks]
set_input_delay [expr $clk_period * $clk_io_pct] -clock clk0 $non_clock_inputs
set_output_delay [expr $clk_period * $clk_io_pct] -clock clk0 [all_outputs]
```
==> impl_metrics.yaml <==
# yosys + openroad results
timing:
  relSlewSlack: 0.415
  min_period_ns: 11.18
  tightest_slew_ns: 0.877
  hold_violations: 0
  finalMaxSlewViolations: 0
  finalSetupTns_ns: 0
  fin_skew_ns: 0.0231
  timing.final.crit_share: 0.245
  rsz0062_at_grt: "false"
  setup_violations: 0
  hold_ws_ns: 0.497
  fmaxAchievable_mhz: 89.5
final_layout:
  area_delta_synth_final_pct: 9.77
  drive_above_1_share: 0.0776
  logic_area_um2: 5320
  layout_top_cell: "dfrtp_1"
  final_cells: 2281
  fillers: 5263
  flop_area_um2: 10400
  final_cell_mix: "dfrtp_1 (415), nand3_1 (395), o21ai_1 (284), nand2_1 (204), o21ai_0 (103)"
grt:
  grt_pass1_vias: 10600
  grt_max_degree: 199
  grt_pass1_wl_um: 49300
  antenna_found_initial: 0
  track_usage: 0.103
  grt_overflow: 0
setup_path:
  cp-start-kind: "input port"
  timing.rr.end: "state[294]$_DFFE_PN0P_"
  crit_arrival_ns: 11.77
  worstPathRequired_ns: 46.19
  cp_max_fo: 101
  rrSetupSlack_ns: 42.19
  critPathCaptureType: "async pin"
  critical_path_class: "input port to async pin"
  reg2reg_from: "counter[0]$_DFF_PN0_"
  reg2reg_depth: 8
synth:
  synth-edff-count: 0
  synth_seq_share: 0.627
  yosys_warnings: 2
  ys_cells: 1645
  netlist_instances: 1645
  ys_types: 31
  synth_area_um2: 16600
  area_leaders: "dfrtp_1 (63%), nand3_1 (12%), o21ai_1 (8.6%)"
  synth_area_leader_cell: "dfrtp_1"
  syn_avg_cell_area_um2: 10.1
  ys.flops: 416
  flop_cell: "dfrtp_1"
  top_area_frac: 0.625
  yosysChipArea_um2: 16600
  async_flop_share: 1.00
cts:
  cts_resized: 0
  cts_setup_buffers: 0
  holdBufCountCts: 0
  root_buffer: "clkbuf_16"
  clk_pin_slew_ns: 0.06
  cts_tree: "done"
  htree_levels: 2
  numCtsBuffers: 41
  cts_num_sinks: 416
  clk_path_buf_depth: 3
  clock.latency.late_pin_ns: 0.55
floorplan:
  die_height_um: 237
  core_um2: 54200
  chipArea_um2: 56300
  die_w_um: 237
  core.rowCount: 85
  fp_util: 0.306
  ios: 4
detailed_routing:
  postRouteWirelength_um: 27100
  antenna_left: 0
  vias: 11000
  first_pass_iters: 4
  n_antenna_cell: 0
  via_per_inst: 4.81
  drt_iter0_drc: 864
  wl_per_cell_um: 11.9
  drc: 0
power_and_ir_drop:
  ir_drop_v: 0.0000286
  leakage_nw: 7.67
  powerDensity_nw_per_um2: 41.9
  power_uw: 764
worst_hold_path:
  hold-path-cell-count: 2
  whs_endpoint: "state[359]$_DFFE_PN1P_"
  holdCritStartpoint: "state[359]$_DFFE_PN1P_"
  hold_path_class: "register to register"
place:
  gp_congestion: 0.741
  dpl.cell_count: 2208
  port_buffers: 3
  dpl.hpwl_um: 13600
flow_run:
  maxCapViolCount: 0
  warning_count: 33
status:
  status: "complete, no violations"
sequential cells by signal (all words and copies together), names as in the netlist:
name,cells
counter,16
state,400
kinds of logic after synthesis:
family,Yosys count,synth area share
AND-OR/OR-AND,404,0.125
XOR/XNOR,12,0.00633
adder cells (fa/ha/maj),3,0.00226
buffers and inverters,161,0.0533
flip-flops,416,0.627
AND/OR/NAND/NOR,649,0.186
final cells by class:
cell class,count,share of cell area
sequential,416,0.571
multi-input combinational,1068,0.292
clock buffer,63,0.0685
tap,696,0.0478
timing repair buffer,25,0.0119
clock inverter,10,0.00851
inverter,3,0.000618
report_power, final:
group          switching [mW]  internal, mW  total (mW)
logic                  0.0449       0.00436      0.0493
clock network           0.138         0.207       0.344
registers            0.000503         0.370       0.370
worst max-delay path, cell delays in order:
cell   delay [ns]
buf_8        0.47
buf_4        0.61
buf_4        0.65
buf_4        0.69
how the worst max path moves through the flow:
stage	slack (ns)	cells after the start	to	startpoint
final	34.42	4	state[380]$_DFFE_PN0P_	reset
after CTS	34.35	4	state[325]$_DFFE_PN0P_	reset
after global routing	34.02	4	state[325]$_DFFE_PN0P_	reset
synth_stat cells, types with 7 or more instances:
master      n
buf_6      21
buf_2      10
clkbuf_2   18
o21ai_0   103
nand3_2    14
xor2_1      7
nor2_1     14
buf_1       8
o21ai_2    15
nand3_1   395
o21ai_1   284
dfrtp_1   415
clkbuf_1   87
nand2_1   204
buf_4      10
through the flow:
stage,utilization,worst slack [ns],instance area (um2)
after floorplan,-,35.43,16600
after global placement,0.310,33.81,16800
after detailed placement,0.310,33.77,16800
after CTS,0.336,34.35,18200
after global routing,0.336,34.02,18200
final,0.336,34.42,18200
metal layers:
metal	global-route usage	share of wire	vias up
li1	-	-	5534
met1	0.159	0.50	5294
met2	0.158	0.44	102
met3	0.0191	0.035	47
met4	0.0199	0.020	0
met5	0	0	-
