===== /design/flow/design.v =====
module data_source( clock, reset, trigger, input_data, output_data );
input clock, reset;
input trigger;
input[9:0] input_data;
output reg output_data;
reg[143:0] state;
reg[15:0] counter;
reg[7:0] data1;
reg[7:0] data2;
reg[7:0] data3;
reg[7:0] data4;
always @(posedge clock or negedge reset)
begin
    if (!reset)
    begin
        output_data <= 0;
        data1 <= #1 8'b10010010;
        data2 <= #1 8'b10101010;
        data3[1:0] <= #1 2'b10;
        data3[7:2] <= #1 6'b000000;
        data4 <= #1 8'b00000000; 
        state[143:0] <= {data1,data1,data1,data1,data1,data1, data2,data2,data2, data3,data3,data3, data1,data1,data1, data4,data4,data4};
        counter <= 0;
    end
    else if (trigger)
    begin
        if (counter==16'd0)
        begin
            counter <= counter+1;
            state <= {state[142:0],state[143]};
            output_data <= state[143];
        end
        else
        begin
            counter <= counter + 1;
            if (counter==16'd49)
                counter <= 0;
        end
    end
    else
    begin
        output_data <= 0;
        data1 <= #1 8'b10010010;
        data2 <= #1 8'b10101010;
        data3[1:0] <= #1 2'b10;
        data3[7:2] <= #1 6'b000000;
        data4 <= #1 8'b00000000; 
        state[143:0] <= {data1,data1,data1,data1,data1,data1, data2,data2,data2, data3,data3,data3, data1,data1,data1, data4,data4,data4};        
        counter <= 0;
    end
end
endmodule

===== /design/flow/run.sh =====
#!/bin/bash
# OpenROAD 26Q1-2900-gdf79404cd8, Yosys 0.63+post, stock flow scripts
make -C /OpenROAD-flow-scripts/flow DESIGN_CONFIG=/design/flow/config.mk WORK_HOME=/design/flow/orfs finish

===== /design/flow/config.mk =====
export PLATFORM = sky130hd
export DESIGN_NAME = data_source
export DESIGN_NICKNAME = data_source
export VERILOG_FILES = /design/flow/design.v
export SDC_FILE = /design/flow/constraint.sdc
export NUM_CORES = 4
export LEC_CHECK = 1
export CORE_UTILIZATION = 30

===== /design/flow/constraint.sdc =====
current_design data_source

set clk_period 13.3
set clk_io_pct 0.2

create_clock -name clk0 -period $clk_period [get_ports {clock}]

set non_clock_inputs [all_inputs -no_clocks]
set_input_delay [expr $clk_period * $clk_io_pct] -clock clk0 $non_clock_inputs
set_output_delay [expr $clk_period * $clk_io_pct] -clock clk0 [all_outputs]

==> run summary <==
period utilization = 31.07%
RSZ-0062 raised after global routing = no
Core Footprint = 21,220 um^2
GR Layer Usage met3 = 2.267%
DR vias/cell = 4.719
FF/Latch Area = 4056 um^2
P_int = 0.0009412 W
hold crit path type = reg2reg
Final Non-Filler Cells = 941
area grow syn2layout = 12.83%
grt ovf = 0
cts hold-fix bufs = 0
root buffer cell = clkbuf_16
die height = 149.8 um
Clock Sinks = 160
final-report hold violation count = 0
Worst Max-Slew Pin Slew = 0.8093 ns
tool warnings = 39
share of the synthesized area in the top cell type = 45.05%
most common cell in the netlist = nand3_1
reg2reg path depth = 7
met2 Use GR = 16.97%
Post-CTS Setup Bufs = 0
Max Clk Rate = 0.2420 GHz
top cells by count = 173 x nand3_1, 149 x nand2_1, 118 x dfrtp_1
Final setup viols = 0
synth warn = 2
synth top area cells = dfrtp_1 45%, dfstp_2 17%, nand3_1 13%, nand2_1 8.5%, o21ai_0 6.3%
syn avg cell area = 9.654 um^2
DRT Wirelength = 10,910 um
Synth async-reset ratio = 100.0%
crit path time final = 4.132 ns
initial drt markers = 353
critical path type = in2reg
Comb pwr share = 9.0%
pin count of the biggest net entering global routing = 122
reg2reg end = state[102]
DR vias = 4,441
cell type with the largest total area = dfrtp_1
layout cells sized above 1 = 13.06%
initial antenna violation count = 0
net switching power = 0.0002830 W
First-pass DRT Iterations = 4
Hold Path End = state[91]
placed insts = 909
Distinct lib cells used = 26
Synth Seq Share = 61.88%
VDD IR max = 91.14 uV
LEAKAGE = 3.216 nW
required time worst endpoint = 13.62 ns
H-tree levels = 4
post-synthesis instance area = 6555 um^2
Flop pwr share = 45.9%
crit path from = trigger
clock skew = 0.006717 ns
sw frac = 23.12%
clock buffer depth = 2
Hold Path Cell Cnt = 2
DRC = 0
Cell Rows = 53
port bufs = 3
Worst R2R Start = counter[0]
CTS tree = done
GRT Total Usage = 10.80%
die x size = 149.8 um
type of origin of the critical path = primary input
status = finished, final reports clean
Comb area = 2218 um^2
crit path cell chain = buf_6, buf_4, nand2_1, o21ai_0
DIE AREA = 22,440 um^2
cells after synthesis = 679
Yosys Chip Area = 6555 um^2
Slew HR = 46.05%
met1 global-route usage = 16.41%
gpl congestion = 0.7630
Clk pwr share = 45.1%
# IOs = 14
Detail Placement HPWL = 5465 um
Setup crit end kind = register
post-CTS sizing = 0
number of global-route vias before repair = 4,303
FP Util = 30.89%
Crit Path Max Fanout = 121
Worst EP arrival = 4.45 ns
first-pass GRT wire length = 19,820 um
busiest grt layer = met2
hold wc startpoint = state[91]
DRT antenna net count = 0
yosys cell count = 679
R2R setup slack = 10.71 ns
later-pin clock latency in the skew report = 0.41 ns
CP peak stage delay = 0.76 ns
Reg clk slew, reported paths = 0.06 ns
Max Cap Viol = 0
Pwr Density = 165.5 nW/um^2
per-cell routed wire length = 11.59 um
slowest library cell on the worst path = buf_4
antenna cells = 0
dominant register cell = dfrtp_1
Registers, synthesis = 160
Setup TNS = 0 ns
EDFF count, synth = 0
Slew Viols, Final = 0
# fillers = 2,088
TritonCTS buffer count = 17
[critical path: cells and delay by family]
family	cells	cell delay [ns]
AOI/OAI and AO/OA	1	0.21
buffers and inverters	2	1.30
and+or+nand+nor	1	0.18
[worst max-delay path by stage]
stage / endpoint / slack [ns]
CTS: state[110] / 9.20
global route: state[109] / 8.98
finish: state[110] / 9.17
[kinds of logic after synthesis]
| family | after synthesis | share of synthesized area [%] |
|---|---|---|
| simple gates | 358 | 25.02 |
| fa+ha+maj | 3 | 0.5727 |
| buf+inv | 59 | 4.276 |
| flops | 160 | 61.88 |
| xor+xnor | 12 | 1.603 |
| compound gates | 87 | 6.643 |
[per-layer routing]
| layer | up-vias | part of all wire, % |
|---|---|---|
| met5 | - | 0 |
| met3 | 2 | 2.9 |
| met1 | 2150 | 52 |
| met4 | 0 | 0.57 |
| li1 | 2253 | - |
| met2 | 36 | 45 |
[through the flow]
| stage | total power (W) | util, % | setup WS (ns) | hold slack [ns] | cell area [um^2] |
|---|---|---|---|---|---|
| 5_1_grt | 0.001282 | 34.85 | 8.985 | 0.4905 | 7396 |
| 2_1_floorplan | 0.0006553 | - | 9.624 | 0.4642 | 6555 |
| 6_report | 0.001224 | 34.85 | 9.168 | 0.4794 | 7396 |
| 4_1_cts | 0.001243 | 34.85 | 9.199 | 0.4849 | 7396 |
| 3_3_place_gp | 0.0006801 | 31.68 | 8.814 | 0.4711 | 6723 |
| 3_5_place_dp | 0.0006814 | 31.68 | 8.796 | 0.4763 | 6723 |
[power by group through the flow]
stage / Sequential [W] / Clock (W) / Combinational [W]
4_1_cts: 0.000562 / 0.000568 / 0.000113
5_1_grt: 0.000567 / 0.000586 / 0.000129
6_report: 0.000562 / 0.000553 / 0.000110
[cell type report]
type / instances / area share (%)
flip-flops and latches: 160 / 54.85
well taps: 275 / 4.652
multi-input cells: 460 / 29.99
repair buffers: 11 / 1.252
inverters: 3 / 0.1523
clock inverters: 13 / 3.248
clock buffers: 19 / 5.853
[state kept, by name (all words and copies together), names as in the netlist]
register and cells:
state 144, counter 16
[cell usage in the layout (no fill, tap or decap), drive strengths merged]
master / count
or2: 1
bufinv: 7
clkinv: 6
nor4: 4
clkdlybuf4s50: 1
dfstp: 42
nand4: 6
nor3b: 1
or3: 2
o21ai: 85
ha: 3
nor3: 2
nand3: 173
inv: 3
and3: 4
a21oi: 2
clkbuf: 19
buf: 10
xnor2: 5
nor2: 14
nand2: 149
dfrtp: 118
and4: 2
xor2: 7
Power is estimated from default activity; no workload was simulated.
