## flow/design.v

```verilog
module whitening( clock, reset, input_data, trigger, output_whitening );
input clock, reset;
input trigger;
input input_data;
output reg output_whitening;
reg[15:0] counter;
reg[6:0] state;
always @(posedge clock or negedge reset)
begin
    if (!reset)
    begin
        counter <= 0;
        state[0] <= 0;
        state[1] <= 0;
        state[2] <= 0;
        state[3] <= 0;
        state[4] <= 0;
        state[5] <= 0;
        state[6] <= 0;
    end
    else if (trigger)
    begin
        if (counter==16'd0)
        begin
            counter <= counter+1;
            state[6] <= state[5];
            state[5] <= state[4];
            state[4] <= state[3];
            state[3] <= state[2];
            state[2] <= state[1];
            state[1] <= state[0];
            state[0] <= input_data;
        end
        else
        begin
            counter <= counter + 1;
            if (counter==16'd49)
                counter <= 0;
        end
    end
    else
    begin
        counter <= 0;
        state[0] <= 0;
        state[1] <= 0;
        state[2] <= 0;
        state[3] <= 0;
        state[4] <= 0;
        state[5] <= 0;
        state[6] <= 0;
    end
end
reg[15:0] output_counter;
always @(negedge clock or negedge reset)
begin
    if (!reset)
    begin
        output_whitening <= 0;
        output_counter <= 0;
    end
    else if (trigger)
    begin
        if (output_counter==16'd0)
        begin
            output_counter <= output_counter+1;
            output_whitening <= input_data ^ state[6] ^ state[3];
        end
        else
        begin
            output_counter <= output_counter + 1;
            if (output_counter==16'd49)
                output_counter <= 0;
        end
    end
    else
    begin
        output_whitening <= 0;
    end
end
endmodule
```

## flow/run.sh

```bash
#!/bin/bash
# OpenROAD 26Q1-2900-gdf79404cd8, Yosys 0.63+post, stock flow scripts
make -C /OpenROAD-flow-scripts/flow DESIGN_CONFIG=/design/flow/config.mk WORK_HOME=/design/flow/orfs finish
```

## flow/config.mk

```make
export PLATFORM = sky130hd
export DESIGN_NAME = whitening
export DESIGN_NICKNAME = whitening
export VERILOG_FILES = /design/flow/design.v
export SDC_FILE = /design/flow/constraint.sdc
export NUM_CORES = 4
export LEC_CHECK = 1
export CORE_UTILIZATION = 30
```

## flow/constraint.sdc

```tcl
current_design whitening

set clk_period 2.9
set clk_io_pct 0.2

create_clock -name clk0 -period $clk_period [get_ports {clock}]

set non_clock_inputs [all_inputs -no_clocks]
set_input_delay [expr $clk_period * $clk_io_pct] -clock clk0 $non_clock_inputs
set_output_delay [expr $clk_period * $clk_io_pct] -clock clk0 [all_outputs]
```

==> impl_results.html <==
<h3>Run summary</h3>
<table>
<tr><th>Metric</th><th>Value</th></tr>
<tr><th colspan="2">Final timing</th></tr>
<tr><td>Final setup viols</td><td>0</td></tr>
<tr><td>Worst Max-Slew Pin Slew</td><td>0.555 ns</td></tr>
<tr><td>Slew HR</td><td>62.6%</td></tr>
<tr><td>Number of endpoints with negative hold slack in the final report</td><td>0</td></tr>
<tr><td>Final worst hold slack</td><td>0.259 ns</td></tr>
<tr><td>Final count of pins violating max slew</td><td>0</td></tr>
<tr><td>Final worst clock skew</td><td>0.0121 ns</td></tr>
<tr><td>Setup repair after global routing missed its margin</td><td>no</td></tr>
<tr><td>Final worst slack</td><td>0.0692 ns</td></tr>
<tr><td>Total negative slack for setup checks</td><td>0 ns</td></tr>
<tr><th colspan="2">Cells and area</th></tr>
<tr><td>Proportion of layout cells with a drive suffix above 1</td><td>10.7%</td></tr>
<tr><td>Area added between synthesis and finish</td><td>13.7%</td></tr>
<tr><td>Sequential cell area</td><td>1000 um^2</td></tr>
<tr><td>Combinational Area</td><td>952 um^2</td></tr>
<tr><td>Filler Cell Count</td><td>623</td></tr>
<tr><th colspan="2">Critical path</th></tr>
<tr><td>Kind of cell with the highest combined delay on the critical path</td><td>flip-flops</td></tr>
<tr><td>Crit path buf inv count</td><td>1</td></tr>
<tr><td>Slowest cell on the critical path</td><td>sky130_fd_sc_hd__dfrtn_1</td></tr>
<tr><td>Critical path type</td><td>register to primary output</td></tr>
<tr><td>Capture instance of the worst register-to-register path</td><td>output_whitening</td></tr>
<tr><td>Reg-to-reg startpoint</td><td>state[3]</td></tr>
<tr><td>Sort of element at the end of the critical path</td><td>primary output</td></tr>
<tr><td>Worst stage delay on the critical path</td><td>0.40 ns</td></tr>
<tr><td>Startpoint class of the critical path</td><td>register</td></tr>
<tr><td>Largest fanout of any net on the critical path</td><td>2</td></tr>
<tr><td>Critical path launch point</td><td>output_whitening</td></tr>
<tr><td>Crit path DRT</td><td>2.32 ns</td></tr>
<tr><td>Cell chain of the critical path</td><td>buf_2</td></tr>
<tr><td>Worst endpoint data arrival time</td><td>2.25 ns</td></tr>
<tr><td>FF-to-FF path depth</td><td>4</td></tr>
<tr><td>Setup slack on the worst flop-to-flop path</td><td>0.44 ns</td></tr>
<tr><th colspan="2">GRT</th></tr>
<tr><td>Pin count of the biggest net entering global routing</td><td>25</td></tr>
<tr><td>GRT overflow</td><td>0</td></tr>
<tr><td>First-pass GRT wire length</td><td>6.22 mm</td></tr>
<tr><td>Via count of the first global-routing pass</td><td>1323</td></tr>
<tr><td>Number of antenna violations at the first check in global routing</td><td>0</td></tr>
<tr><td>Global router's overall resource usage</td><td>11.1%</td></tr>
<tr><th colspan="2">Placed design</th></tr>
<tr><td>I/O Buffers</td><td>4</td></tr>
<tr><td>Pre-CTS setup slack</td><td>-0.487 ns</td></tr>
<tr><td>Half-perimeter wire length after placement</td><td>2.30 mm</td></tr>
<tr><td>Final weighted congestion in routability-driven placement</td><td>0.806</td></tr>
<tr><th colspan="2">Floorplan</th></tr>
<tr><td>Number of standard-cell rows in the floorplan</td><td>29</td></tr>
<tr><td>Chip width</td><td>83.1 um</td></tr>
<tr><td>Overall chip area</td><td>6900 um^2</td></tr>
<tr><td>Core utilization at floorplan</td><td>31.0%</td></tr>
<tr><td>Die height</td><td>83.1 um</td></tr>
<tr><td>Placeable core region</td><td>6350 um^2</td></tr>
<tr><td>Number of I/O pins</td><td>5</td></tr>
<tr><th colspan="2">Drt</th></tr>
<tr><td>Average via count per standard cell</td><td>4.74</td></tr>
<tr><td>Sum of routed wire length over all layers</td><td>3.35 mm</td></tr>
<tr><td>DR pass1 iterations</td><td>4</td></tr>
<tr><td>DR WL/cell</td><td>11.8 um</td></tr>
<tr><td>Antenna cell count</td><td>0</td></tr>
<tr><td>Count of unresolved DRC violations after routing</td><td>0</td></tr>
<tr><td>Iteration-0 DRC Markers</td><td>96</td></tr>
<tr><td>Total via count in the routed design</td><td>1342</td></tr>
<tr><td>Final antenna-violating net count</td><td>0</td></tr>
<tr><th colspan="2">Synth</th></tr>
<tr><td>Distinct cell type count of the synthesized netlist</td><td>28</td></tr>
<tr><td>Yosys synthesis chip area</td><td>1970 um^2</td></tr>
<tr><td>Number of standard cells reported by yosys</td><td>193</td></tr>
<tr><td>Number of storage elements in the synthesis netlist</td><td>40</td></tr>
<tr><td>YS warnings</td><td>1</td></tr>
<tr><td>Synthesized area</td><td>1970 um^2</td></tr>
<tr><td>Synthesized instance count</td><td>193</td></tr>
<tr><td>Mean cell area of the mapped netlist</td><td>10.2 um^2</td></tr>
<tr><td>Portion of the post-synthesis area used by sequential elements</td><td>50.8%</td></tr>
<tr><th colspan="2">Power and ir drop</th></tr>
<tr><td>Standby leakage power</td><td>0.965 nW</td></tr>
<tr><td>Worst voltage drop across the vdd grid</td><td>0.000272 V</td></tr>
<tr><td>Cell area power density</td><td>557 nW/um^2</td></tr>
<tr><th colspan="2">Clock network</th></tr>
<tr><td>Buffer depth of the longest clock path</td><td>2</td></tr>
<tr><td>Insertion delay to the later sink of the worst-skew pair</td><td>0.30 ns</td></tr>
<tr><td>Count of H-tree levels built during CTS</td><td>2</td></tr>
<tr><td>CTS root buf</td><td>sky130_fd_sc_hd__clkbuf_8</td></tr>
<tr><td>Post-cts gate resize count</td><td>5</td></tr>
<tr><td>CTS tree</td><td>done</td></tr>
<tr><td>Clock slew seen by the registers of the worst setup and hold paths</td><td>0.08 ns</td></tr>
<tr><td># hold bufs at CTS</td><td>0</td></tr>
<tr><td>Post-CTS Repair Setup Buffers</td><td>0</td></tr>
<tr><td>Num CTS Buffers</td><td>5</td></tr>
<tr><td>Clock sink count</td><td>40</td></tr>
<tr><th colspan="2">Run</th></tr>
<tr><td>Total number of warnings across the stage logs</td><td>29</td></tr>
<tr><td>Max-cap violations</td><td>0</td></tr>
<tr><th colspan="2">Outcome</th></tr>
<tr><td>Result of the run</td><td>finished clean</td></tr>
<tr><th colspan="2">Worst hold path</th></tr>
<tr><td>Worst hold path class</td><td>primary input to async pin</td></tr>
</table>
-- routing by layer --
| layer | global-route usage, % | vias up | share of wire, % |
|---|---|---|---|
| li1 | - | 689 | - |
| met1 | 18.4 | 634 | 53 |
| met2 | 15.5 | 15 | 41 |
| met3 | 3.03 | 4 | 4.0 |
| met4 | 1.41 | 0 | 1.8 |
| met5 | 0 | - | 0 |
-- cell usage in the layout, fill, tap and decap left out, types with 8 or more instances in the layout --
| master | synthesis | layout |
|---|---|---|
| sky130_fd_sc_hd__dfrtp_1 | 23 | 23 |
| sky130_fd_sc_hd__nor2_1 | 22 | 22 |
| sky130_fd_sc_hd__xnor2_1 | 20 | 20 |
| sky130_fd_sc_hd__dfrtn_1 | 17 | 17 |
| sky130_fd_sc_hd__nand4_1 | 13 | 13 |
| sky130_fd_sc_hd__nand2_1 | 12 | 12 |
| sky130_fd_sc_hd__nor4_1 | 10 | 9 |
| sky130_fd_sc_hd__nand3_1 | 10 | 9 |
| sky130_fd_sc_hd__mux2i_1 | 9 | 9 |
| sky130_fd_sc_hd__inv_1 | 8 | 8 |
| sky130_fd_sc_hd__nor2b_1 | 8 | 8 |
-- how the worst max path moves through the flow --
stage	cells after the start	slack, ns	endpoint
final	1	0.07	output_whitening
after global routing	6	0.004	output_counter[5]
after CTS	1	0.06	output_whitening
-- sequential cells by signal (all words and copies together) (netlist names) --
register and flops:
state 7, counter 16, output_whitening 1, output_counter 16
-- where the power goes --
part           switching, W  total, W  internal, W
Clock              0.000194  0.000387     0.000193
Sequential        0.0000696  0.000681     0.000611
Combinational      0.000100  0.000180    0.0000801
-- area by class of cell --
class                           count  area share [%]
Clock buffer                        7            3.85
Sequential cell                    40            44.7
Multi-Input combinational cell    141            42.5
Clock inverter                      1           0.335
Inverter                            8            1.34
Timing Repair Buffer                9            2.96
Tap cell                           77            4.30
-- cells by family (layout without fill, tap and decap cells) --
family	after synthesis	in the layout	share of synthesized area, %
AND/OR/NAND/NOR	91	91	24.4
multiplexers	9	9	4.57
flip-flops	40	40	50.8
AND-OR/OR-AND	9	9	2.60
adder cells (fa/ha/maj)	6	6	3.81
buffers and inverters	12	25	2.29
XOR/XNOR	26	26	11.6
-- Yosys cell counts --
| master | n | area [um^2] |
|---|---|---|
| sky130_fd_sc_hd__dfrtp_1 | 23 | 576 |
| sky130_fd_sc_hd__nor2_1 | 22 | 82.6 |
| sky130_fd_sc_hd__xnor2_1 | 20 | 175 |
| sky130_fd_sc_hd__dfrtn_1 | 17 | 425 |
| sky130_fd_sc_hd__nand4_1 | 13 | 81.3 |
| sky130_fd_sc_hd__nand2_1 | 12 | 45.0 |
| sky130_fd_sc_hd__nand3_1 | 10 | 50.1 |
| sky130_fd_sc_hd__nor4_1 | 10 | 62.6 |
| sky130_fd_sc_hd__mux2i_1 | 9 | 90.1 |
| sky130_fd_sc_hd__inv_1 | 8 | 30.0 |
| sky130_fd_sc_hd__nor2b_1 | 8 | 50.1 |
| sky130_fd_sc_hd__ha_1 | 6 | 75.1 |
| sky130_fd_sc_hd__xor2_1 | 6 | 52.6 |
| sky130_fd_sc_hd__clkbuf_1 | 4 | 15.0 |
| sky130_fd_sc_hd__and3_1 | 3 | 18.8 |
| sky130_fd_sc_hd__nor3_1 | 3 | 15.0 |
| sky130_fd_sc_hd__o21ai_0 | 3 | 15.0 |
| sky130_fd_sc_hd__a21oi_1 | 2 | 10.0 |
| sky130_fd_sc_hd__a31oi_1 | 2 | 12.5 |
| sky130_fd_sc_hd__nor3b_1 | 2 | 15.0 |
| sky130_fd_sc_hd__or2_2 | 2 | 12.5 |
| sky130_fd_sc_hd__or3_1 | 2 | 12.5 |
| sky130_fd_sc_hd__a21boi_0 | 1 | 7.51 |
| sky130_fd_sc_hd__and2_0 | 1 | 6.26 |
| sky130_fd_sc_hd__and3_2 | 1 | 7.51 |
| sky130_fd_sc_hd__nand3_2 | 1 | 10.0 |
| sky130_fd_sc_hd__o22ai_1 | 1 | 6.26 |
| sky130_fd_sc_hd__or4_4 | 1 | 11.3 |
-- stage by stage --
stage	instance area (um^2)	total power (W)	utilization, %	instances
after floorplan	2000	0.000816	-	193
after global placement	2140	0.000869	33.8	275
after detailed placement	2140	0.000872	33.8	275
after CTS	2240	0.00126	35.3	283
after global routing	2240	0.00133	35.3	283
final	2240	0.00125	35.3	283
No activity file was given, so power comes from the tool's default toggle rates.
